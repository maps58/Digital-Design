**flow/config.mk**
```make
export PLATFORM = sky130hd
export DESIGN_NAME = clk1Hz
export DESIGN_NICKNAME = clk1Hz
export VERILOG_FILES = /design/flow/design.v
export SDC_FILE = /design/flow/constraint.sdc
export NUM_CORES = 4
export LEC_CHECK = 1
export CORE_UTILIZATION = 30
```
**flow/constraint.sdc**
```tcl
current_design clk1Hz

set clk_period 3.6
set clk_io_pct 0.2

create_clock -name clk0 -period $clk_period [get_ports {clk100MHz}]

set non_clock_inputs [all_inputs -no_clocks]
set_input_delay [expr $clk_period * $clk_io_pct] -clock clk0 $non_clock_inputs
set_output_delay [expr $clk_period * $clk_io_pct] -clock clk0 [all_outputs]
```
**flow/design.v**
```verilog
`timescale 1ns / 1ps
module clk1Hz (
    input clk100MHz,      
    input rst,      
    output reg clk_out   
);
    reg [25:0] count = 0; 
    always @(posedge clk100MHz, posedge rst) begin
        if (rst == 1'b1) begin
            count <= 0;
            clk_out <= 0;
        end 
        else begin
            if (count == 49_999_999) begin
                count <= 0;          
                clk_out <= ~clk_out;  
            end 
            else 
                count <= count + 1;  
             end
    end
endmodule
```
**flow/run.sh**
```bash
#!/bin/bash
# OpenROAD 26Q1-2900-gdf79404cd8, Yosys 0.63+post, stock flow scripts
make -C /OpenROAD-flow-scripts/flow DESIGN_CONFIG=/design/flow/config.mk WORK_HOME=/design/flow/orfs finish
```
==> report_table.html <==
<p>Metrics extracted from the flow reports.</p>
<table>
<tr><th>Metric</th><th>Value</th></tr>
<tr><th colspan="2">Clock network</th></tr>
<tr><td>Root buf cell</td><td>clkbuf_8</td></tr>
<tr><td>Clock H-tree levels</td><td>1</td></tr>
<tr><td>Clock buffer count from CTS</td><td>3</td></tr>
<tr><td>Clock sinks</td><td>27</td></tr>
<tr><td>Post CTS Setup Buffer Count</td><td>0</td></tr>
<tr><td>CTS tree</td><td>built</td></tr>
<tr><td>Maximum count of clock buffers along a single path</td><td>2</td></tr>
<tr><td>Hold buffer count at cts</td><td>0</td></tr>
<tr><td>Clk latency late pin</td><td>~260 ps</td></tr>
<tr><td>Cells resized by post-CTS repair</td><td>0</td></tr>
<tr><td>Clock-pin slew on the worst setup and hold paths</td><td>90 ps</td></tr>
<tr><th colspan="2">Cells and area</th></tr>
<tr><td>Logic cell area</td><td>654.4 sq um</td></tr>
<tr><td>Fill cells</td><td>approximately 440</td></tr>
<tr><td>Fraction of final layout cells sized beyond drive strength 1</td><td>9.023%</td></tr>
<tr><td>Utilization after layout</td><td>33.65%</td></tr>
<tr><td>Area growth from synthesis to layout</td><td>7.181%</td></tr>
<tr><td>Register area</td><td>675.6 sq um</td></tr>
<tr><th colspan="2">Timing</th></tr>
<tr><td>Count of final hold-check violations</td><td>0</td></tr>
<tr><td>Unrepaired setup endpoints after global routing</td><td>no</td></tr>
<tr><td>Final Setup Violations</td><td>0</td></tr>
<tr><td>Setup TNS</td><td>0 ps</td></tr>
<tr><td>Max Freq</td><td>457.1 MHz</td></tr>
<tr><td>Final cycle utilization of the critical path</td><td>between 60% and 70%</td></tr>
<tr><td>Clock Skew</td><td>3.218 ps</td></tr>
<tr><td>Transition at the pin with the smallest max-transition slack</td><td>approximately 660 ps</td></tr>
<tr><td>Worst relative slew slack</td><td>between 50% and 60%</td></tr>
<tr><td>Final Max Tran Viols</td><td>0</td></tr>
<tr><td>Min Tclk post-route</td><td>2188 ps</td></tr>
<tr><th colspan="2">Critical path</th></tr>
<tr><td>Highest cell delay on the worst timing path</td><td>about 660 ps</td></tr>
<tr><td>Launch point of the worst path</td><td>count[9]$_DFF_PP0_</td></tr>
<tr><td>Capturing element type of the critical path</td><td>flop</td></tr>
<tr><td>Crit path buffers/inverters</td><td>0</td></tr>
<tr><td>Start-to-end type of the worst setup path</td><td>flop to flop</td></tr>
<tr><td>Sequence of cells on the critical path</td><td>or4_1 -&gt; nor4_1 -&gt; and4_1 -&gt; o21ba_2</td></tr>
<tr><td>Worst R2R Setup Slack</td><td>between 1000 and 1500 ps</td></tr>
<tr><td>Number of gates on the worst path with buffers counted</td><td>4</td></tr>
<tr><td>Kind of cell adding the most delay to the critical path</td><td>simple AND/OR/NAND/NOR gates</td></tr>
<tr><td>Capturing element of the worst setup path</td><td>count[21]$_DFF_PP0_</td></tr>
<tr><td>Critical path required time</td><td>3760 ps</td></tr>
<tr><td>Critical register-to-register path startpoint</td><td>count[9]$_DFF_PP0_</td></tr>
<tr><td>Worst path arrival time</td><td>2350 ps</td></tr>
<tr><td>Critical R2R Capture</td><td>count[21]$_DFF_PP0_</td></tr>
<tr><td>Kind of launch point of the worst setup path</td><td>flop</td></tr>
<tr><td>Cell depth of the worst flop-to-flop path</td><td>4</td></tr>
<tr><td>Standard cell with the maximum stage delay on the critical path</td><td>and4_1</td></tr>
<tr><td>Biggest fanout along the worst timing path</td><td>17</td></tr>
<tr><th colspan="2">Synthesis</th></tr>
<tr><td>Syn. warnings</td><td>1</td></tr>
<tr><td>Yosys cell count</td><td>133</td></tr>
<tr><td>Post-Syn Area per Cell</td><td>10.35 sq um</td></tr>
<tr><td>Mapped Cells</td><td>133</td></tr>
<tr><td>Yosys top cell by instances</td><td>dfrtp_1</td></tr>
<tr><td>Async set or reset register ratio after synthesis</td><td>100.0%</td></tr>
<tr><td>Largest type area fraction</td><td>49.09%</td></tr>
<tr><td>Share of synthesized area occupied by flip-flops and latches</td><td>49.09%</td></tr>
<tr><td>Leading post-synthesis cells by instance count</td><td>27 x dfrtp_1, 13 x nor2_1, 10 x nand4_1, 10 x xnor2_1, 8 x nand2_1</td></tr>
<tr><td>Yosys chip area</td><td>roughly 0.0014 sq mm</td></tr>
<tr><td>Largest cells by area after synthesis</td><td>dfrtp_1 49%, xnor2_1 6.4%, nand4_1 4.5%, xor2_1 4.5%, nor2_1 3.5%</td></tr>
<tr><td>Main flop type</td><td>dfrtp_1</td></tr>
<tr><td>Number of flops mapped to enable cells by yosys</td><td>0</td></tr>
<tr><td>Synthesized registers</td><td>27</td></tr>
<tr><td>Combined area of all synthesized cells</td><td>between 0.001 and 0.0015 sq mm</td></tr>
<tr><td>Cell taking the most area after synthesis</td><td>dfrtp_1</td></tr>
<tr><td>Library cells used by synthesis</td><td>30</td></tr>
<tr><th colspan="2">Global routing</th></tr>
<tr><td>Antenna violations before repair</td><td>0</td></tr>
<tr><td>Global-route wire length before repair</td><td>4395 microns</td></tr>
<tr><td>Residual overflow from global routing</td><td>0</td></tr>
<tr><td>Busiest layer in global routing</td><td>met1</td></tr>
<tr><td>Vias in the first global route</td><td>955</td></tr>
<tr><td>Met2 Resource Use GR</td><td>between 15 and 20%</td></tr>
<tr><td>Total routing usage reported by global routing</td><td>around 11%</td></tr>
<tr><td>GRT met3 Usage</td><td>~1.9%</td></tr>
<tr><td>Maximum number of pins on one net before global-route repair</td><td>28</td></tr>
<tr><td>Met1 Usage GRT</td><td>between 15 and 20%</td></tr>
<tr><th colspan="2">Pwr</th></tr>
<tr><td>Static leakage</td><td>0.6137 nW</td></tr>
<tr><td>Switching share of total power</td><td>about a fifth</td></tr>
<tr><td>Part of the power in combinational logic</td><td>under 10%</td></tr>
<tr><td>Overall power consumption</td><td>about 0.48 mW</td></tr>
<tr><td>Flop pwr share</td><td>63.7%</td></tr>
<tr><td>Worst vdd rail ir drop</td><td>0.1426 mV</td></tr>
<tr><td>Pwr Density</td><td>about 320 mW/mm^2</td></tr>
<tr><td>Clock group share of total power</td><td>34.7%</td></tr>
<tr><td>Cell-internal power</td><td>0.3838 mW</td></tr>
<tr><td>Switching power of the nets</td><td>0.09211 mW</td></tr>
<tr><th colspan="2">Die</th></tr>
<tr><td>Fp util</td><td>31.39%</td></tr>
<tr><td>IO Count</td><td>3</td></tr>
<tr><td>Die X</td><td>69.73 microns</td></tr>
<tr><td>Die area</td><td>0.004862 sq mm</td></tr>
<tr><td>Area of the core</td><td>0.004384 sq mm</td></tr>
<tr><td>Row count</td><td>24</td></tr>
<tr><td>Die height</td><td>69.73 microns</td></tr>
<tr><th colspan="2">Job</th></tr>
<tr><td>OpenROAD warnings</td><td>25</td></tr>
<tr><td>Max-cap violation count</td><td>0</td></tr>
<tr><th colspan="2">Route</th></tr>
<tr><td>First-pass detailed-route iteration total</td><td>4</td></tr>
<tr><td>Number of diodes</td><td>0</td></tr>
<tr><td>Routed via count</td><td>around 970</td></tr>
<tr><td>Remaining design rule violation count</td><td>0</td></tr>
<tr><td>Routed length per instance</td><td>12.69 microns</td></tr>
<tr><td>Total detailed-routing wirelength</td><td>2348 microns</td></tr>
<tr><td>Drt via density</td><td>5.227</td></tr>
<tr><td>DRC marker count from the first detailed-route iteration</td><td>48</td></tr>
<tr><td>Antenna-violating nets left</td><td>0</td></tr>
<tr><th colspan="2">Placement</th></tr>
<tr><td>Placer congestion estimate</td><td>just over 0.8</td></tr>
<tr><td>Post-DP HPWL</td><td>1637 microns</td></tr>
<tr><td>Count of buffers inserted at the top-level ports</td><td>2</td></tr>
<tr><th colspan="2">Worst hold path</th></tr>
<tr><td>Path category of the worst min-delay check</td><td>flop to flop</td></tr>
<tr><th colspan="2">Outcome</th></tr>
<tr><td>Status</td><td>finished, final reports clean</td></tr>
</table>
-- layout make-up --
type                    count  area share, %
inverters                   2         0.5089
flip-flops and latches     27          45.80
clock buffers               4          3.053
well taps                  52          4.411
repair buffers              3          1.866
multi-input cells          97          44.36
-- cells in the final DEF (no fill, tap or decap), types with 2 or more instances in the layout --
cell type         n
o31ai_1           4
nor4_1            5
and4_1            4
inv_1             2
nand2_1           8
and3_1            2
o21ai_0           3
and2_1            2
or4_4             3
xnor2_1          10
clkbuf_8          3
dfrtp_1          27
nand3_1           6
a21oi_1           5
nor2_1           13
or3_1             2
a21oi_2           2
xor2_1            7
clkdlybuf4s50_1   2
nand4_1          10
or4_1             3
-- flip-flops by register name, summed over array words and instances, names as in the netlist --
name / flops
clk_out: 1
count: 26
-- worst reg2reg max path, cell delays in order, from the launching register on --
cell and delay [ps]:
dfrtp_1 440, or4_1 540, nor4_1 210, and4_1 660, o21ba_2 250
-- cell families after synthesis --
group / count (synthesis) / synth area share, %
simple gates: 63 / 28.09
buf+inv: 9 / 3.364
flops: 27 / 49.09
xor+xnor: 17 / 10.82
fa+ha+maj: 1 / 0.9089
compound gates: 16 / 7.727
-- power by group through the flow --
stage     clock [mW]  combinational (mW)  sequential, mW
6_report       0.165             0.00758           0.303
5_1_grt        0.181             0.00922           0.303
4_1_cts        0.172             0.00814           0.303
-- through the flow --
step	cell area, sq um	hold WS (ps)	cells	worst slack [ps]
2_1_floorplan	1376	420.4	133	1760
3_3_place_gp	1430	459.0	181	1433
3_5_place_dp	1430	459.0	181	1397
4_1_cts	1475	478.3	185	1406
5_1_grt	1475	489.5	185	1322
6_report	1475	474.2	185	1412
-- metal layers --
metal | routed length, microns | up-vias
met4 | 7 | 0
met2 | 1065 | 7
met3 | 52 | 2
met1 | 1222 | 470
li1 | - | 488
met5 | 0 | -
-- worst min-delay path by stage --
stage | cells after the start | startpoint | endpoint
4_1_cts | 1 | clk_out$_DFFE_PP0N_ | clk_out$_DFFE_PP0N_
5_1_grt | 1 | clk_out$_DFFE_PP0N_ | clk_out$_DFFE_PP0N_
6_report | 1 | clk_out$_DFFE_PP0N_ | clk_out$_DFFE_PP0N_
No activity file was given, so power comes from the tool's default toggle rates.
